--- flow/config.mk ---
export PLATFORM = sky130hd
export DESIGN_NAME = vga_beh
export DESIGN_NICKNAME = vga_beh
export VERILOG_FILES = /design/flow/design.v
export SDC_FILE = /design/flow/constraint.sdc
export NUM_CORES = 4
export LEC_CHECK = 1
export CORE_UTILIZATION = 30
--- flow/design.v ---
`timescale 1ns / 1ps
module vga_beh(
    input  wire clk,
    input  wire reset,
    output wire hsync,
    output wire vsync,
    output wire video_on,
    output wire p_tick,  
    output wire [9:0] x,
    output wire [9:0] y
);
    reg [1:0] pix_cnt = 0;
    reg p_tick_reg = 0;
    always @(posedge clk or posedge reset) begin
        if (reset) begin
            pix_cnt <= 0;
            p_tick_reg <= 0;
        end else begin
            pix_cnt <= pix_cnt + 1'b1;
            if (pix_cnt == 2'b11) begin
                p_tick_reg <= 1'b1;
            end else begin
                p_tick_reg <= 1'b0;
            end
        end
    end
    assign p_tick = p_tick_reg;
    localparam H_DISPLAY = 640;
    localparam H_FP    = 16;
    localparam H_SYNC  = 96;
    localparam H_BP   = 48;
    localparam H_MAX   = H_DISPLAY + H_FP + H_SYNC + H_BP - 1;  
    localparam V_DISPLAY = 480;
    localparam V_FP   = 10;
    localparam V_SYNC  = 2;
    localparam V_BP  = 33;
    localparam V_MAX  = V_DISPLAY + V_FP + V_SYNC + V_BP - 1;  
    reg [9:0] h_count = 0;
    reg [9:0] v_count = 0;
    always @(posedge clk or posedge reset) begin
        if (reset) begin
            h_count <= 0;
            v_count <= 0;
        end else if (p_tick) begin
            if (h_count == H_MAX) begin
                h_count <= 0;
                if (v_count == V_MAX)
                    v_count <= 0;
                else
                    v_count <= v_count + 1'b1;
            end else begin
                h_count <= h_count + 1'b1;
            end
        end
    end
    assign hsync = ~((h_count >= (H_DISPLAY + H_FP)) &&
                     (h_count <  (H_DISPLAY + H_FP + H_SYNC)));
    assign vsync = ~((v_count >= (V_DISPLAY + V_FP)) &&
                     (v_count <  (V_DISPLAY + V_FP + V_SYNC)));
    assign video_on = (h_count < H_DISPLAY) && (v_count < V_DISPLAY);
    assign x = h_count;
    assign y = v_count;
endmodule
--- flow/constraint.sdc ---
current_design vga_beh

set clk_period 2.8
set clk_io_pct 0.2

create_clock -name clk0 -period $clk_period [get_ports {clk}]

set non_clock_inputs [all_inputs -no_clocks]
set_input_delay [expr $clk_period * $clk_io_pct] -clock clk0 $non_clock_inputs
set_output_delay [expr $clk_period * $clk_io_pct] -clock clk0 [all_outputs]
--- flow/run.sh ---
#!/bin/bash
# OpenROAD 26Q1-2900-gdf79404cd8, Yosys 0.63+post, stock flow scripts
make -C /OpenROAD-flow-scripts/flow DESIGN_CONFIG=/design/flow/config.mk WORK_HOME=/design/flow/orfs finish
==> Changelog: implementation <==
### Metrics

- Status: complete, no violations
- TritonCTS Buffers: 3
- Critical path's slowest cell: clkdlybuf4s50_1
- Pwr/cell area: 341.4 nW/um^2
- Core ar.: 4000 sq um
- Stages on worst setup path: 4
- Initial DRC Count: 39
- CP Data Required Time: 2.24 ns
- Yosys cell count: approximately 120
- Die W: between 60 and 70 um
- Clock sink total: 23
- Finished Layout Cells: 199
- IO Pins: 26
- Critical R2R Launch: h_count[0]
- Worst Hold Path Cells: 1
- Worst Path Buf+Inv: 1
- # setup viols final: 0
- CP startpoint: v_count[5]
- Slack of the critical path: ~0.56 ns
- Ant diodes: 0
- Cells after Synth: roughly 120
- Yosys Chip Area: approximately 1200 sq um
- DP HPWL: roughly 1.8 mm
- Fillers: 380
- Largest net degree at the start of global routing: 24
- Critical path class: flip-flop to primary output
- VDD IR max: between 0.1 and 0.15 mV
- Flop and latch count out of synthesis: 23
- Yosys warning tally: 1
- Area leader, netlist: dfrtp_1
- Setup crit end: vsync
- Hold Crit Class: flip-flop to flip-flop
- Full die area: 4412 sq um
- WP data arrival: 1.68 ns
- LEAKAGE: between 0.7 and 0.8 nW
- # resized after CTS: 0
- Clock Skews: 0.0009132 ns
- Dpl ws: 0.7834 ns
- Int Power: between 0.4 and 0.5 mW
- Most common logic cells in the final layout: clkdlybuf4s50_1, dfrtp_1, inv_1, nand3_1, nand2_1
- Cts hold-fix bufs: 0
- Hold violation count in the final report: 0
- Top cell area share: 0.4623
- CP endpoint kind: primary output
- Vias per cell: 4.975
- Mapped cell area: between 1000 and 1500 sq um
- Post-Route WL: 2.471 mm
- Yosys cell types: 36
- Worst path max stage delay: 0.48 ns
- Clk slew on worst S/H paths: about 0.070 ns
- Deepest clock path buffer count: 2
- Gate power share: 0.016
- First-pass GRT wire length: between 4 and 5 mm
- Sequential area share after synthesis: 0.4623
- Tcrit/Tclk final: 0.8017
- Worst Hold Launch: pix_cnt[0]
- CTS tree: built
- Clock Latency Late Sink: 0.25 ns
- P_sw: between 0.1 and 0.15 mW
- Tool warning count: 29
- Cells on worst reg2reg path: 5
- Starting density of the core: 0.3112
- RSZ-0062 raised after global routing: false
- Global route overflow: 0
- Pre-antenna DRT Iters: 4
- CP startpoint kind: flip-flop
- Period minus WS final: 2.245 ns
- Syn Area/Cell: around 10 sq um
- Sw Ratio: 0.1894
- Flop2flop setup slack: approximately 0.74 ns
- Die H: between 60 and 70 um
- Most frequent logic cell in the layout: clkdlybuf4s50_1
- Worst-path cell chain: and3_1 > and2_1 > o211ai_1 > clkdlybuf4s50_1
- Reg power frac: 0.618
- Clk pwr share: 0.366
- FF-to-FF End: v_count[3]
- Total GRT Usage: 0.1215
- Routed WL per cell: roughly 12 um
- Initial antenna violation count: 0
- Max-slew violations: 0
- DRC viols: 0
- Slew @ Worst Pin: 0.6252 ns
- Area grow syn2layout: 26.33%
- Max-cap viol count: 0
- Vias in the first global route: 907
- Util after Layout: 0.3932
- Buffer count from post-CTS setup fixing: 0
- FP Rows: 23
- Port Buffers: 25
- Final setup TNS: 0 ns
- CP delay by family, top: buffers and inverters
- Root Driver: clkbuf_8
- Largest registers: h_count x10, v_count x10, pix_cnt x2
- Vias: 990
- Fin Hold WS: 0.4302 ns
- Inst Count DP: 195
- Layout cell share with drive strength beyond 1: 0.07383
- Max frequency: around 450 MHz
- Critical-path maximum fanout: 7
- H-Tree Depth: 1
- Rel. slew slack: 0.5815
- Biggest area cells: dfrtp_1, ha_1, xnor2_1
- Routability cong.: slightly below 0.9
- Routed Antenna Nets: 0
==> power groups by stage <==
stage	Combinational [mW]	Sequential [mW]	Clock, mW
4_1_cts	0.00945	0.332	0.207
5_1_grt	0.0102	0.332	0.217
6_report	0.00878	0.332	0.196
==> Yosys cell counts <==
cell type   n
a21boi_0    1
a21oi_1     4
a22o_1      1
a22oi_1     1
a31oi_1     3
and2_1      2
and3_1      4
and3_2      2
and4_2      1
and4bb_2    1
buf_6       2
buf_8       1
dfrtp_1    23
ha_1        6
inv_1       9
mux2_2      1
mux2i_1     1
nand2_1     8
nand2b_1    1
nand3_1     8
nand4_1     7
nand4b_1    1
nor2_1      6
nor2b_1     1
nor3_1      2
nor4_1      1
nor4b_1     1
nor4b_4     1
nor4bb_1    1
o211ai_1    1
o21ai_0     7
o22ai_1     1
o31ai_1     3
or2_2       1
xnor2_1     6
xor2_1      2
==> layout make-up <==
cell class                 count  area, sq um  area share
clock buffer                   4        45.04     0.02864
inverter                       9        33.78     0.02148
multi-input combinational     87        598.1      0.3803
timing repair buffer          26        257.7      0.1639
tap                           50        62.56     0.03978
sequential                    23        575.6      0.3660
==> kinds of logic after synthesis <==
kind of cell	after synthesis	share of synthesized area
multiplexers	2	0.01709
adder cells (fa/ha/maj)	6	0.06030
AND/OR/NAND/NOR	49	0.2392
XOR/XNOR	8	0.05628
buffers and inverters	12	0.05728
flip-flops	23	0.4623
AND-OR/OR-AND	22	0.1075
==> per-layer routing <==
layer | global-route usage | wire, um | vias to the layer above
li1 | - | - | 490
met1 | 0.1864 | 1200 | 466
met2 | 0.1901 | 1100 | 30
met3 | 0.01399 | 145 | 4
met4 | 0.02394 | 24 | 0
met5 | 0 | 0 | -
==> how the worst min path moves through the flow <==
stage                 slack (ns)    endpoint
after CTS                   0.43  pix_cnt[0]
after global routing        0.46  pix_cnt[0]
final                       0.43  pix_cnt[0]
==> metrics by stage <==
| stage | cell area, sq um | total power [mW] |
|---|---|---|
| global placement | 1528 | 0.3477 |
| global route | 1573 | 0.5595 |
| finish | 1573 | 0.5369 |
| CTS | 1573 | 0.5487 |
| detailed placement | 1528 | 0.3479 |
| floorplan | 1245 | 0.3434 |
Power is estimated from default activity; no workload was simulated.
