**run.sh**
```bash
#!/bin/bash
# OpenROAD 26Q1-2900-gdf79404cd8, Yosys 0.63+post, stock flow scripts
make -C /OpenROAD-flow-scripts/flow DESIGN_CONFIG=/design/flow/config.mk WORK_HOME=/design/flow/orfs finish
```
**config.mk**
```make
export PLATFORM = sky130hd
export DESIGN_NAME = mustop
export DESIGN_NICKNAME = mustop
export VERILOG_FILES = /design/flow/design.v
export SDC_FILE = /design/flow/constraint.sdc
export NUM_CORES = 4
export LEC_CHECK = 1
export CORE_UTILIZATION = 30
```
**constraint.sdc**
```tcl
current_design mustop

set clk_period 9.6
set clk_io_pct 0.2

create_clock -name clk0 -period $clk_period [get_ports {clk}]

set non_clock_inputs [all_inputs -no_clocks]
set_input_delay [expr $clk_period * $clk_io_pct] -clock clk0 $non_clock_inputs
set_output_delay [expr $clk_period * $clk_io_pct] -clock clk0 [all_outputs]
```
**design.v**
```verilog
`timescale 1ns / 1ps
module mustop(
    input wire clk,
    input wire sw1, 
    input wire wincheck,         
    output wire audio_out, 
    output wire led0,
    output wire led1,
    output wire amp_enable
);
    reg [10:0] clk_div = 0;
    wire sample_clk;
    assign amp_enable = (wincheck) ? 1'b0 : 1'b1;
    always @(posedge clk) begin
        clk_div <= clk_div + 1;
    end
    assign sample_clk = clk_div[10];  
    wire [11:0] sample;
    wire [11:0] gated_sample;
    wire [31:0] note_phase_inc;
    wire note_gate;
    note_sequencer seq (
        .clk(clk),
        .enable(sw1),
        .phase_inc(note_phase_inc),
        .note_gate(note_gate)
    );
    tone_gen tg (
        .clk(sample_clk),
        .phase_inc(note_phase_inc),
        .sample(sample)
    );
    assign gated_sample = (sw1 && note_gate) ? sample : 12'd2048;
    assign led0 = sw1;
    assign led1 = audio_out;
    pwm_dac #(.BITS(12)) dac (
        .clk(clk),
        .sample(gated_sample),
        .pwm_out(audio_out)
    );
endmodule
module note_sequencer(
    input  wire clk,
    input  wire enable,
    output reg [31:0] phase_inc,
    output reg note_gate
);
    localparam C5  = 32'd46025675;   
    localparam D5  = 32'd51662225;   
    localparam E5  = 32'd57988392;   
    localparam F5  = 32'd61437349;   
    localparam G5  = 32'd68960666;   
    localparam A4  = 32'd38702908;   
    localparam A5  = 32'd77405817;   
    localparam B4  = 32'd43442255;   
    localparam EIGHTH = 28'd12500000;    
    localparam QUARTER = 28'd25000000;   
    localparam HALF = 28'd50000000;      
    localparam WHOLE = 28'd100000000;    
    localparam SHORT_PAUSE = 28'd2500000;   
    localparam LONG_PAUSE = 28'd5000000;    
    localparam LONGER_PAUSE = 28'd25000000;    
    localparam NUM_NOTES = 37;
    reg [31:0] notes [0:NUM_NOTES-1];
    reg [27:0] durations [0:NUM_NOTES-1];
    reg [27:0] pauses [0:NUM_NOTES-1];
    initial begin
        notes[0]  = E5;  durations[0]  = HALF;  pauses[0]  = SHORT_PAUSE;
        notes[1]  = B4;  durations[1]  = QUARTER;  pauses[1]  = SHORT_PAUSE;
        notes[2]  = C5;  durations[2]  = QUARTER;  pauses[2]  = SHORT_PAUSE;
        notes[3]  = D5;  durations[3]  = HALF;  pauses[3]  = SHORT_PAUSE;
        notes[4]  = C5;  durations[4]  = QUARTER;  pauses[4]  = SHORT_PAUSE;
        notes[5]  = B4;  durations[5]  = QUARTER;  pauses[5]  = SHORT_PAUSE;
        notes[6]  = A4;  durations[6]  = HALF;     pauses[6]  = SHORT_PAUSE;
        notes[7]  = A4;  durations[7]  = QUARTER;  pauses[7]  = SHORT_PAUSE;
        notes[8]  = C5;  durations[8]  = QUARTER;  pauses[8]  = SHORT_PAUSE;
        notes[9]  = E5;  durations[9]  = HALF;  pauses[9]  = SHORT_PAUSE;
        notes[10] = D5;  durations[10] = QUARTER;  pauses[10] = SHORT_PAUSE;
        notes[11] = C5;  durations[11] = QUARTER;  pauses[11] = SHORT_PAUSE;
        notes[12] = B4;  durations[12] = HALF;  pauses[12] = LONG_PAUSE;
        notes[13] = C5;  durations[13] = QUARTER;     pauses[13] = SHORT_PAUSE;
        notes[14] = D5;  durations[14] = HALF;     pauses[14] = SHORT_PAUSE;
        notes[15] = E5;  durations[15] = HALF;     pauses[15] = SHORT_PAUSE;
        notes[16] = C5;  durations[16] = HALF;     pauses[16] = SHORT_PAUSE;
        notes[17] = A4;  durations[17] = HALF;     pauses[17] = LONG_PAUSE;
        notes[18] = A4;  durations[18] = WHOLE;     pauses[18] = LONGER_PAUSE;
        notes[19] = D5;  durations[19] = HALF;     pauses[19] = SHORT_PAUSE;
        notes[20] = F5;  durations[20] = QUARTER;     pauses[20] = SHORT_PAUSE;
        notes[21] = A5;  durations[21] = HALF;     pauses[21] = SHORT_PAUSE;
        notes[22] = G5;  durations[22] = QUARTER;     pauses[22] = SHORT_PAUSE;
        notes[23] = F5;  durations[23] = QUARTER;     pauses[23] = SHORT_PAUSE;
        notes[24] = E5;  durations[24] = HALF;     pauses[24] = LONG_PAUSE;
        notes[25] = C5;  durations[25] = QUARTER;     pauses[25] = SHORT_PAUSE;
        notes[26] = E5;  durations[26] = HALF;     pauses[26] = SHORT_PAUSE;
        notes[27] = D5;  durations[27] = QUARTER;     pauses[27] = SHORT_PAUSE;
        notes[28] = C5;  durations[28] = QUARTER;     pauses[28] = SHORT_PAUSE;
        notes[29] = B4;  durations[29] = HALF;     pauses[29] = LONG_PAUSE;
        notes[30] = B4;  durations[30] = QUARTER;     pauses[30] = SHORT_PAUSE;
        notes[31] = C5;  durations[31] = QUARTER;     pauses[31] = SHORT_PAUSE;
        notes[32] = D5;  durations[32] = HALF;     pauses[32] = SHORT_PAUSE;
        notes[33] = E5;  durations[33] = HALF;     pauses[33] = SHORT_PAUSE;
        notes[34] = C5;  durations[34] = HALF;     pauses[34] = SHORT_PAUSE;
        notes[35] = A4;  durations[35] = HALF;     pauses[35] = LONG_PAUSE;
        notes[36] = A4;  durations[36] = WHOLE;     pauses[36] = LONGER_PAUSE;
    end
    reg [6:0] note_index = 0;
    reg [27:0] note_timer = 0;
    wire [27:0] current_duration;
    wire [27:0] current_pause;
    assign current_duration = durations[note_index];
    assign current_pause = pauses[note_index];
    always @(posedge clk) begin
        if (!enable) begin
            note_index <= 0;
            note_timer <= 0;
            phase_inc <= C5;
            note_gate <= 1'b0;
        end else begin
            note_timer <= note_timer + 1;
            if (note_timer < (current_duration - current_pause)) begin
                note_gate <= 1'b1;   
            end else begin
                note_gate <= 1'b0;   
            end
            if (note_timer >= current_duration) begin
                note_timer <= 0;
                if (note_index < NUM_NOTES - 1)
                    note_index <= note_index + 1;
                else
                    note_index <= 0;  
            end
            phase_inc <= notes[note_index];
        end
    end
endmodule
module pwm_dac #(
    parameter BITS = 12
)(
    input  wire clk,             
    input  wire [BITS-1:0] sample,
    output reg pwm_out
);
    reg [BITS-1:0] counter = 0;
    always @(posedge clk) begin
        counter <= counter + 1;
        pwm_out <= (counter < sample);
    end
endmodule
module tone_gen(
    input  wire clk,
    input  wire [31:0] phase_inc,
    output reg [11:0] sample
);
    reg [31:0] phase = 0;
    always @(posedge clk) begin
        phase <= phase + phase_inc;
        sample <= phase[31:20];
    end
endmodule
```
==> impl_metrics.toml <==
# flow metrics
[grt]
grt_pass1_wl_mm = 32.9
grt_max_degree = 57
grt_overflow = 0
track_usage_pct = 14.3
antenna_found_initial = 0
grt_pass1_vias = 6443

[final_timing]
rsz0062_at_grt = "false"
untimed_endpoints = 44
finalHoldViolCount = 0
max_freq_mhz = 179
timing.hold.ws_ps = 411
setup_ws_ps = 4010
setup_viol = 0
fin_crit_sh_pct = 58.2
unclocked_pins = 44
relSlewSlack_pct = 48.2
setup_tns_ps = 0
layout_min_cycle_time_ps = 5590
final.setup_skew_ps = 17.3
drv_slew = 0
tightest_slew_ps = 771

[pwr]
comb_power_share_pct = 30.4
pwr-share-clk_pct = 33.5
internal-power_mw = 0.715
p_per_area_mw_per_mm2 = 118
leakage_nw = 3.71
netSwitchingFraction_pct = 33.7
peakVddDrop_mv = 0.0795
power_frac_seq_pct = 36.1
p_switching_mw = 0.363

[critical_path]
reg2reg_to = "seq.note_gate"
setup.worst_path.end_class = "flop"
crit_path_start_kind = "flop"
ff2ff_setup_slack_ps = 4010
reg2reg_depth = 19
worstPathRequired_ps = 9880
crit_type = "flop to flop"
cp.arrival_ps = 5860
path_cells = "inv_1 -> ha_1 -> mux4_2 -> o2bb2ai_1 -> a21oi_2 -> inv_1 -> ha_1 -> inv_1 -> o21ai_0 -> a311oi_1 -> a221oi_1 -> ha_1 -> a21o_1 -> a21o_1 -> a21o_1 -> a211oi_1 -> o21ai_0 -> a2111oi_0 -> o2bb2ai_1"
worst-path-buf-inv = 3
crit_slowest_cell = "dfxtp_1"
crit_path_max_fanout = 13
crit_family = "AND-OR/OR-AND gates"
critPathMaxStageDelay_ps = 620
r2r_start = "seq.note_index[0]"

[cts]
ctsResizeCount = 0
hold_buffers = 0
cts_buffer_depth = 2
clk_pin_slew_worst_paths_ps = 80
clk_latency_ps = 350
cts_setup_buffers = 0
cts_made_buffers = 9
cts_tree = "yes"
root_buffer = "clkbuf_16"
htreeDepth = 3

[route]
routed_wl_mm = 20.0
viasPerCell = 5.14
ant_nets = 0
avgRoutedWirePerCell_um = 14.5
drt_iter0_markers = 683
diodes = 0
drc = 0
dr.pass1.iters = 5
vias = 7108

[yosys]
yosys_warnings = 4
top_area_share_pct = 31.0
top_area_cell = "dfxtp_1"
ys_cells = 1022
synth.avg_cell_area_sq_um = 8.29
synth-edff-count = 0
topCellsByArea = "dfxtp_1, ha_1, xnor2_1, nor2_1, nand2_1"
yosysUniqueCellTypes = 75
synthArstFlopShare_pct = 0
netlist_instances = 1022
syn-cell-area_sq_mm = 0.00847
ff_type = "dfxtp_1"
ys_seq_share_pct = 31.0
ys_area_sq_mm = 0.00847
synth_flops = 131

[die]
dieArea_sq_mm = 0.0289
ios = 7
die_y_um = 170
initCoreUtil_pct = 30.5
num_rows = 61
die_x_um = 170
coreArea_sq_mm = 0.0278

[place]
portBuffers = 6
place_hpwl_mm = 14.8
place_ws_ps = 4160
gp_congestion = 0.950

[run]
maxCapViolCount = 0
openroad.warnings = 36

[outcome]
status = "finished clean"

[worst_hold_path]
holdPathStages = 1
hold_path_startpoint = "clk_div[0]"
hold_end = "clk_div[0]"
hp-class = "flop to flop"

[cells_and_area]
drive_gt1_share_pct = 3.78
fillers = 2904
area_growth_pct = 7.87
fin_util_pct = 32.9
worst max-delay path by stage:
stage                      from  cells after the start             to
CTS           seq.note_index[0]                     20  seq.note_gate
global route  seq.note_index[0]                     20  seq.note_gate
finish        seq.note_index[0]                     19  seq.note_gate
final cells by class:
class / instances / area (sq um) / area share (%)
Inverter: 45 / 169 / 1.85
Timing Repair Buffer: 12 / 105 / 1.15
Clock inverter: 7 / 77.6 / 0.849
Sequential cell: 131 / 2620 / 28.7
Tap cell: 378 / 473 / 5.18
Multi-Input combinational cell: 800 / 5460 / 59.8
Clock buffer: 9 / 225 / 2.46
registers in the layout (all words and copies together), names as in the netlist:
signal and cells:
seq.note_timer 28, seq.phase_inc 27, seq.note_index 7, clk_div 11, dac.pwm_out 1, dac.counter 12, tg.sample 12, tg.phase 32
seq.note_gate 1
cell usage after synthesis (15+ instances only):
library cell  count
xnor2_1          50
xor2_1           34
o21ai_0          67
a21oi_1          62
and3_1           16
a31oi_1          15
nand3_1          39
ha_1             92
inv_1            42
dfxtp_1         131
clkbuf_1         25
nand4_1          19
a21o_1           28
nor2_1           98
nand2_1          97
metal layers:
| layer | wire length, um | GRT usage (%) | vias to the layer above | part of all wire (%) |
|---|---|---|---|---|
| met5 | 0 | 0 | - | 0 |
| met4 | 260 | 2.12 | 0 | 1.3 |
| met3 | 941 | 1.61 | 23 | 4.7 |
| met2 | 8730 | 22.0 | 195 | 44 |
| met1 | 10100 | 22.0 | 3255 | 50 |
| li1 | - | - | 3635 | - |
power by group through the flow:
| stage | Sequential, mW | Clock [mW] | Combinational, mW |
|---|---|---|---|
| finish | 0.389 | 0.360 | 0.327 |
| global route | 0.391 | 0.384 | 0.370 |
| CTS | 0.389 | 0.373 | 0.325 |
per-stage QoR:
| stage | area, sq um | cells | power [mW] |
|---|---|---|---|
| detailed placement | 8830 | 1366 | 0.719 |
| global placement | 8830 | 1366 | 0.723 |
| finish | 9140 | 1382 | 1.08 |
| CTS | 9140 | 1382 | 1.09 |
| global route | 9140 | 1382 | 1.14 |
| floorplan | 8470 | 1022 | 0.649 |
cell usage in the layout (no fill, tap or decap), drive strengths merged, types with 7 or more instances in the layout:
master	synthesis	routed
ha	92	92
o31ai	9	9
o211ai	12	12
and4	8	8
nand4	19	19
nand2b	7	7
nor3	14	14
a21o	28	28
dfxtp	131	131
xor2	34	34
nand2	97	97
inv	43	46
a31oi	15	15
and3	16	16
nor2b	11	11
nor2	98	98
a211oi	9	9
xnor2	50	50
clkbuf	25	9
o21ai	69	69
nand3	39	39
a21oi	63	63
cells by family (layout without fill, tap and decap cells):
| family | count (synthesis) | in the layout | synth area share [%] |
|---|---|---|---|
| compound gates | 274 | 274 | 21.3 |
| xor+xnor | 84 | 84 | 8.69 |
| fa+ha+maj | 94 | 94 | 14.1 |
| buf+inv | 91 | 73 | 4.53 |
| flops | 131 | 131 | 31.0 |
| mux | 9 | 9 | 1.24 |
| other cells | 1 | 1 | 0.0443 |
| simple gates | 338 | 338 | 19.1 |
Power figures rest on the tool's default switching activity, not on a simulated workload.
