[design.v]
`timescale 1ns / 1ps
module seven_seg_mux(
    input  wire clk,
    input  wire reset,
    input  wire [15:0] value,
    output reg [6:0] seg,
    output reg [3:0] an,
    output reg dp
);
    reg [1:0]  digit_sel;
    reg [3:0]  curr_digit;
    reg [15:0] refresh_cnt;
    always @(posedge clk or posedge reset) begin
        if (reset) begin
            refresh_cnt <= 16'd0;
        end else begin
            refresh_cnt <= refresh_cnt + 1'b1;
        end
    end
    always @* begin
        digit_sel = refresh_cnt[15:14];
        case (digit_sel)
            2'b00: begin
                an  = 4'b1110;    
                curr_digit = value[3:0];
            end
            2'b01: begin
                an  = 4'b1101;
                curr_digit = value[7:4];
            end
            2'b10: begin
                an  = 4'b1011;
                curr_digit = value[11:8];
            end
            2'b11: begin
                an = 4'b0111;    
                curr_digit = value[15:12];
            end
        endcase
    end
    always @* begin
        case (curr_digit)
            4'd0: seg = 7'b1000000;
            4'd1: seg = 7'b1111001;
            4'd2: seg = 7'b0100100;
            4'd3: seg = 7'b0110000;
            4'd4: seg = 7'b0011001;
            4'd5: seg = 7'b0010010;
            4'd6: seg = 7'b0000010;
            4'd7: seg = 7'b1111000;
            4'd8: seg = 7'b0000000;
            4'd9: seg = 7'b0010000;
            4'hF: seg = 7'b1111111; 
            default: seg = 7'b1111111;
        endcase
    end
    always @* begin
        dp = 1'b1;
    end
endmodule
[run.sh]
#!/bin/bash
# OpenROAD 26Q1-2900-gdf79404cd8, Yosys 0.63+post, stock flow scripts
make -C /OpenROAD-flow-scripts/flow DESIGN_CONFIG=/design/flow/config.mk WORK_HOME=/design/flow/orfs finish
[config.mk]
export PLATFORM = sky130hd
export DESIGN_NAME = seven_seg_mux
export DESIGN_NICKNAME = seven_seg_mux
export VERILOG_FILES = /design/flow/design.v
export SDC_FILE = /design/flow/constraint.sdc
export NUM_CORES = 4
export LEC_CHECK = 1
export CORE_AREA = 10 10 105 105
export DIE_AREA = 0 0 115 115
[constraint.sdc]
current_design seven_seg_mux

set clk_period 3.2
set clk_io_pct 0.2

create_clock -name clk0 -period $clk_period [get_ports {clk}]

set non_clock_inputs [all_inputs -no_clocks]
set_input_delay [expr $clk_period * $clk_io_pct] -clock clk0 $non_clock_inputs
set_output_delay [expr $clk_period * $clk_io_pct] -clock clk0 [all_outputs]
==> impl_metrics.json <==
{
  "largest_area_cell": "dfrtp_1",
  "area_leaders": "dfrtp_1 (41%), xnor2_1 (7.1%), mux4_2 (6.8%)",
  "cts_root_buf": "clkbuf_8",
  "ys_warn_count": 1,
  "synth.distinct_cells": 31,
  "totalWireLength_um": 2350,
  "htreeDepth": 1,
  "post-route-period-util": 0.984,
  "cts_tree": "built",
  "routedWlPerCell_um": 9.91,
  "cap_violations": 0,
  "syn_to_final_growth_pct": 54.4,
  "overflow": 0,
  "total_power_w": 0.000449,
  "grt_max_degree": 17,
  "syn_inst": 92,
  "drc": 0,
  "whs_ns": 0.463,
  "finalHoldViolations": 0,
  "ant_nets": 0,
  "finalClockSkew_ns": 0.00269,
  "powerDensity_mw_per_mm2": 295,
  "ys_cells": 92,
  "drt_pass1_iterations": 4,
  "crit_type": "in -> out",
  "rr_worst_depth": 4,
  "cts_buffers": 3,
  "cp-startpoint": "value[13]",
  "endpoint_kind": "output pin",
  "viasPerCell": 3.27,
  "crit_path_max_fanout": 5,
  "cts.sinks": 16,
  "max-vdd-ir-drop_mv": 0.152,
  "most_common_cell": "dfrtp_1",
  "final.min_clock_period_ns": 3.15,
  "run_status": "finished, final reports clean",
  "fillCellCount": 961,
  "timing.slew.headroom": 0.607,
  "switchingPower_w": 0.0000902,
  "die-width_um": 115,
  "path_clk_slew_ns": 0.06,
  "num_antenna_cells": 0,
  "drive_gt1_frac": 0.202,
  "hold_class": "reg -> reg",
  "p_seq_frac": 0.450,
  "grt_pass1_wl_um": 3820,
  "warning_count": 29,
  "coreArea_mm2": 0.00876,
  "r2r-end": "refresh_cnt[14]$_DFF_PP0_",
  "largest_reg_flops": 16,
  "die_area_mm2": 0.0132,
  "async_reset_ff_frac": 1.00,
  "io_pins": 30,
  "yosys_most_used_dff": "dfrtp_1",
  "worst_pin_slew_ns": 0.589,
  "yosys_area_um2": 987,
  "r2r_setup_slack_ns": 1.77,
  "edf_count": 0,
  "netlist_area_um2": 987,
  "placed_cells": 231,
  "pwr-share-comb": 0.164,
  "cp.required_ns": 2.56,
  "grt_pass1_vias": 730,
  "rsz0062_at_grt": "true",
  "routabilityCongestion": 0.833,
  "cp-endpoint": "seg[5]",
  "postSynthSeqShare": 0.406,
  "arrival_ns": 2.51,
  "dr.first_iter.drc_count": 70,
  "ys_ff": 16,
  "portBuffers": 28,
  "grt_antenna_before_repair": 0,
  "grt_usage": 0.0349,
  "hpwl_um": 1840,
  "die.size.y_um": 115,
  "finalSetupViolations": 0,
  "final_util": 0.174,
  "r2r_start": "refresh_cnt[0]$_DFF_PP0_",
  "avgSynthCellArea_um2": 10.7,
  "clockBufferDepth": 2,
  "yosysTopAreaCellShare": 0.406,
  "reg_top3": "refresh_cnt x16",
  "vias": 776,
  "p_int_w": 0.000359,
  "fmax_ghz": 0.318,
  "p_leak_nw": 0.662,
  "clock_latency_ns": 0.24,
  "common_cells": "dfrtp_1 (16), nand2_1 (8), xnor2_1 (8)",
  "swShare": 0.201,
  "p_clk_frac": 0.386,
  "fp_util": 0.113,
  "regMostFlops": "refresh_cnt",
  "drv_slew": 0,
  "final_cell_count_no_fill": 237,
  "fp-row-count": 34,
  "startpoint_type": "input port"
}
-- power groups by stage --
| stage | combinational [W] | clock, W | sequential (W) |
|---|---|---|---|
| after global routing | 0.0000810 | 0.000195 | 0.000202 |
| final | 0.0000738 | 0.000173 | 0.000202 |
| after CTS | 0.0000725 | 0.000181 | 0.000202 |
-- cell type report --
type                            count  area, um2  share of cell area
Inverter                            7       26.3              0.0172
Multi-Input combinational cell     65        558               0.366
Clock buffer                        4       55.1              0.0361
Tap cell                          108        135              0.0887
Timing Repair Buffer               37        349               0.229
Sequential cell                    16        400               0.263
-- worst min-delay path by stage --
| stage | from | slack (ns) | to | cells past startpoint |
|---|---|---|---|---|
| 4_1_cts | refresh_cnt[4]$_DFF_PP0_ | 0.47 | refresh_cnt[4]$_DFF_PP0_ | 1 |
| 5_1_grt | refresh_cnt[9]$_DFF_PP0_ | 0.49 | refresh_cnt[9]$_DFF_PP0_ | 1 |
| 6_report | refresh_cnt[9]$_DFF_PP0_ | 0.46 | refresh_cnt[9]$_DFF_PP0_ | 1 |
-- worst max-delay path, cell delays in order --
cell             delay, ns
clkdlybuf4s50_1       0.40
mux4_2                0.60
ha_4                  0.22
nor3b_2               0.16
a21oi_1               0.07
clkdlybuf4s50_1       0.41
-- repair_timing --
action	CTS	global route
pin swaps	2	0
hold buffers	0	0
endpoints found under the setup margin	5	4
setup buffers	2	0
gates resized	7	5
-- per-layer routing --
metal / track usage / vias up / part of all wire
met5: 0 / - / 0
met1: 0.0527 / 356 / 0.51
met3: 0.0142 / 2 / 0.11
met2: 0.0462 / 34 / 0.37
li1: - / 384 / -
met4: 0.00495 / 0 / 0.013
-- cell families (layout without fill, tap and decap cells) --
| group | count (synthesis) | in the layout | synth area share |
|---|---|---|---|
| fa+ha+maj | 4 | 4 | 0.0507 |
| xor+xnor | 14 | 14 | 0.124 |
| other cells | 1 | 1 | 0.00380 |
| flops | 16 | 16 | 0.406 |
| buf+inv | 11 | 48 | 0.0608 |
| mux | 7 | 7 | 0.131 |
| compound gates | 5 | 5 | 0.0292 |
| simple gates | 34 | 34 | 0.195 |
-- layout by cell type, fill, tap and decap left out, drive strengths merged, types with 3 or more instances in the layout --
cell           count
clkdlybuf4s50     23
dfrtp             16
buf                9
nand2              8
xnor2              8
inv                7
xor2               6
nor2               6
nand3              5
mux4               4
clkbuf             4
ha                 4
nand4              3
dlygate4sd2        3
nand2b             3
-- per-stage QoR --
| step | TNS [ns] | instance area [um2] | setup slack (ns) |
|---|---|---|---|
| 2_1_floorplan | 0 | 987 | 0.831 |
| 3_3_place_gp | -0.227 | 1420 | -0.0959 |
| 3_5_place_dp | -0.241 | 1420 | -0.0928 |
| 4_1_cts | -0.000979 | 1500 | -0.000979 |
| 5_1_grt | -0.0311 | 1520 | -0.0262 |
| 6_report | 0 | 1520 | 0.0515 |
No activity file was given, so power comes from the tool's default toggle rates.
